`flow/run.sh`:
```
#!/bin/bash
# OpenROAD 26Q1-2900-gdf79404cd8, Yosys 0.63+post, stock flow scripts
make -C /OpenROAD-flow-scripts/flow DESIGN_CONFIG=/design/flow/config.mk WORK_HOME=/design/flow/orfs finish
```
`flow/config.mk`:
```
export PLATFORM = sky130hd
export DESIGN_NAME = instMem
export DESIGN_NICKNAME = instMem
export VERILOG_FILES = /design/flow/design.v
export SDC_FILE = /design/flow/constraint.sdc
export NUM_CORES = 4
export LEC_CHECK = 1
export CORE_AREA = 10 10 83 83
export DIE_AREA = 0 0 93 93
```
`flow/constraint.sdc`:
```
current_design instMem

set clk_period 3.6
set clk_io_pct 0.2

create_clock -name clk0 -period $clk_period

set non_clock_inputs [all_inputs -no_clocks]
set_input_delay [expr $clk_period * $clk_io_pct] -clock clk0 $non_clock_inputs
set_output_delay [expr $clk_period * $clk_io_pct] -clock clk0 [all_outputs]
```
`flow/design.v`:
```
`timescale 1ns / 1ps
module instMem(
    input  clear,
    input  [31:0] address,
    output reg [31:0] instruct
    );
    reg [31:0] instMem_text[0:255];
    always @( *) begin
        if(~clear)begin
            instMem_text[0]<=32'h00000037;
            instMem_text[1]<=32'h000000b7;
            instMem_text[2]<=32'h02002103;
            instMem_text[3]<=32'h000001B7;
            instMem_text[4]<=32'h00402203;
            instMem_text[5]<=32'h000002B7;
            instMem_text[6]<=32'h00000337;
            instMem_text[7]<=32'h00802383;
            instMem_text[8]<=32'h00000437;
            instMem_text[9]<=32'h000004B7;
            instMem_text[10]<=32'h00000537;
            instMem_text[11]<=32'h00C02583;
            instMem_text[12]<=32'h000004B3;
            instMem_text[13]<=32'h001102B3;
            instMem_text[14]<=32'h0242C1B3;
            instMem_text[15]<=32'h02B181B3;
            instMem_text[16]<=32'h0001A303;
            instMem_text[17]<=32'h02730263;
            instMem_text[18]<=32'h00735463;
            instMem_text[19]<=32'h00734863;
            instMem_text[20]<=32'h00300133;
            instMem_text[21]<=32'h02B14133;
            instMem_text[22]<=32'hFDDFF46F;
            instMem_text[23]<=32'h003000B3;
            instMem_text[24]<=32'h02B0C0B3;
            instMem_text[25]<=32'hFD1FF46F;
            instMem_text[26]<=32'h003004B3;
            instMem_text[27]<=32'h02B4C4B3;
        end
    end
    always @(*) begin
        if(~clear)
            instruct<=0;
        else
            instruct<=instMem_text[address[9:2]];
    end
endmodule
```
==> flow_summary.ini <==
; yosys + openroad results
[sta]
finalSetupViolCount = 0
rsz0062_at_grt = false
period_used_pct = 95.73
tightest_slew_ns = 0.4180
max_freq_mhz = 290.2
finalMaxSlewViolations = 0
hold_viol = 0
slew_headroom_pct = 72.07
setup_tns_ns = 0
min_period_ns = 3.446

[logic_synthesis]
yosys.area_share.simple_pct = 36.49
synth_area_um2 = 819.5
ys_top_logic_family = AND-OR/OR-AND gates
synth.area.mux_share_pct = 0
xor_area_share_pct = 4.275
ys_seq_share_pct = 0
postSynthAreaPerCell_um2 = 5.854
ys_warn_count = 7298
synth_cell_types = 38
ys_chip_area_um2 = 819.5
ys_cells = 140
post_synth_ao_oa_area_fraction_pct = 40.00
netlist_instances = 140
synthAdderAreaFrac_pct = 0

[route]
first_pass_iters = 4
drc = 0
wl_per_cell_um = 13.36
viasPerCell = 4.542
drt-initial-drc-count = 121
routed_wl_um = 3207
ant_nets = 0
num_vias = 1090
insertedDiodeCount = 0

[placement]
dpl.hpwl_um = 2449
gp_congestion = 0.8732
portBuffers = 41
placed_cells = 240

[pwr]
clock_power_share_pct = 0
seq_power_share_pct = 0
intPower_w = 0.00005602
netSwitchingPower_w = 0.00005548
total_leakage_power_nw = 0.4588
combPwrFrac_pct = 100.0
sw_frac_of_total_pct = 49.76
vdd_drop_max_mv = 0.03587
power_density_nw_per_um2 = 84.63

[clock_network]
postCtsHoldBufs = 0
ctsResizeCount = 0
post_cts_buffers = 0

[worst_setup_path]
cp_max_fo = 25
worst_setup_path_end_kind = output port
cp_data_arrival_time_ns = 2.73
crit_path_start_kind = primary input
worstPathRequired_ns = 2.88
worst-path-stages = 7
crit_end = instruct[5]
cpPeakStageDelay_ns = 0.50
crit_path_cell_trace = clkdlybuf4s50_1 -> buf_12 -> or3b_1 -> o311ai_1 -> o31a_1 -> a21boi_1 -> clkdlybuf4s50_1
cp_slowest_cell = clkdlybuf4s50_1
crit_top_cell = clkdlybuf4s50_1
cp.buffers_inverters = 3
worst-setup-path-type = in2out
crit_start = address[4]
path_delay_family = buffers and inverters

[die]
fp-utilization_pct = 15.94
ioPinCount = 65
std_cell_rows = 26
core-area_um2 = 5140
die_h_um = 93
dieArea_um2 = 8649
die_width_um = 93

[finish]
seqCellArea_um2 = 0
layout.cells.most_common = clkdlybuf4s50_1
area_growth_pct = 60.76
seq_cells = 0
most-common-layout-cells = clkdlybuf4s50_1 (40), a21oi_1 (19), nor2_1 (15), nand2_1 (12), o21ai_0 (11)
drive_above_1_share_pct = 8.235
fillers = 612
clockBufferCount = 0
final_cells = 240

[global_route]
overflow = 0
grt_pass1_vias = 1018
grt.total_usage_pct = 7.123
grt_pass1_wl_um = 5230
antenna_found_initial = 0
grt_max_degree = 30

[status]
outcome = finished clean

[flow_run]
tool_warnings = 56
drv_cap = 0

[hold_path]
min-delay-start = address[6]
min_path_type = in2out
==> power groups by stage <==
stage         sequential, W  combinational (W)  clock [W]
CTS                       0           0.000111          0
global route              0           0.000124          0
finish                    0           0.000111          0
==> layer usage <==
| layer | track usage, % | vias up | part of all wire, % |
|---|---|---|---|
| met5 | 0 | - | 0 |
| li1 | - | 556 | - |
| met3 | 1.373 | 4 | 7.7 |
| met4 | 0.7712 | 0 | 0.90 |
| met2 | 10.40 | 52 | 42 |
| met1 | 10.79 | 478 | 49 |
==> layout make-up <==
cell class / instances / area, um^2 / share of cell area (%)
multi-input combinational: 113 / 661.9 / 50.24
timing repair buffer: 53 / 553.0 / 41.98
tap: 70 / 87.58 / 6.648
inverter: 4 / 15.01 / 1.140
==> through the flow <==
stage	instance area [um^2]	worst slack (ns)	hold WS, ns	total power, W	util (%)
CTS	1315	0.07390	2.440	0.0001111	25.58
global placement	1315	0.07141	2.432	0.0001111	25.58
global route	1318	0.008144	2.308	0.0001243	25.63
finish	1318	0.1536	2.254	0.0001115	25.63
floorplan	819.5	0.8684	1.501	0.00006429	-
detailed placement	1315	0.08857	2.432	0.0001105	25.58
==> synth_stat cells, types with 3 or more instances <==
cell type  instances  area, um^2
o21ai_0           12       60.06
buf_2              9       45.04
buf_4             12       90.09
a21o_1             4       30.03
inv_1              4       15.01
nor3_1             6       30.03
nand2_1           12       45.04
nor2b_1            5       31.28
nand3_1            3       15.01
nand2b_1           6       37.54
nor2_1            15       56.30
a21oi_1           19       95.09
==> worst min path at each step <==
stage                 cells past startpoint  slack, ns           to
after CTS                                 3       2.44  instruct[1]
after global routing                      4       2.31  instruct[5]
final                                     4       2.25  instruct[5]
==> cells by family (layout without fill, tap and decap cells) <==
| family | count (synthesis) | in the layout |
|---|---|---|
| AOI/OAI and AO/OA | 52 | 52 |
| xor gates and xnor gates | 4 | 4 |
| and+or+nand+nor | 57 | 57 |
| buffers and inverters | 27 | 57 |
No activity file was given, so power comes from the tool's default toggle rates.
