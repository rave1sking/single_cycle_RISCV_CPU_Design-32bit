[run.sh]
#!/bin/bash
# OpenROAD 26Q1-2900-gdf79404cd8, Yosys 0.63+post, stock flow scripts
make -C /OpenROAD-flow-scripts/flow DESIGN_CONFIG=/design/flow/config.mk WORK_HOME=/design/flow/orfs finish
[config.mk]
export PLATFORM = sky130hd
export DESIGN_NAME = dataMem
export DESIGN_NICKNAME = dataMem
export VERILOG_FILES = /design/flow/design.v
export SDC_FILE = /design/flow/constraint.sdc
export NUM_CORES = 4
export LEC_CHECK = 1
export CORE_AREA = 10 10 70 70
export DIE_AREA = 0 0 80 80
[constraint.sdc]
current_design dataMem

set clk_period 3.1
set clk_io_pct 0.2

create_clock -name clk0 -period $clk_period

set non_clock_inputs [all_inputs -no_clocks]
set_input_delay [expr $clk_period * $clk_io_pct] -clock clk0 $non_clock_inputs
set_output_delay [expr $clk_period * $clk_io_pct] -clock clk0 [all_outputs]
[design.v]
`timescale 1ns / 1ps
module dataMem(
    input  rstn,
    input  clk,
    input  isWmem, 
    input  [31:0] address, 
    input  [31:0] dataW, 
    output reg  [31:0] dataR 
    );
    reg [31:0] mem[0:255];
    always @(*) begin
        if(~rstn)begin
            mem[0]<=32'd1;
            mem[1]<=32'd2;
            mem[2]<=32'd3;
            mem[3]<=32'd4;
            mem[4]<=32'd5;
            mem[5]<=32'd6;
            mem[6]<=32'd7;
            mem[7]<=32'd8;
            mem[8]<=32'd9;
            mem[9]<=32'd10;
            dataR<=32'b0;
        end
        else 
            dataR<=mem[address[9:2]];
    end
endmodule
==> PnR_summary.wiki <==
== Flow metrics ==
{| class="wikitable"
! Metric !! Value
|-
| Met1 track demand over resource in global routing || 0.02900
|-
| Cts hold-fix bufs || 0
|-
| IO Count || 99
|-
| CP required || 2.48 ns
|-
| Number of antenna violations at the first check in global routing || 0
|-
| Worst setup path class || in2out
|-
| Commonest non-fill, non-tap cell in the layout || conb_1
|-
| Number of DRC violations after detailed-routing iteration 0 || 0
|-
| Die extent in x || 80 um
|-
| Via count || 225
|-
| Max-slew violation count || 0
|-
| First-pass iteration count of the detailed router || 1
|-
| Detail-routed via count per cell || 2.184
|-
| Standard-cell row count || 21
|-
| Launch point of the critical path || address[7]
|-
| Maximum number of pins on one net before global-route repair || 7
|-
| Syn_area_per_cell || 7.229 sq um
|-
| Layer with the highest usage after global routing || met1
|-
| DRT Wirelength || 831 um
|-
| Total gr overflow || 0
|-
| Setup Slack @ Placement || 0.3272 ns
|-
| Yosys-reported design area after synthesis || 325.3 sq um
|-
| Global-route usage over all layers || 0.01940
|-
| Crit end category || primary output
|-
| Chip Area || 6400 sq um
|-
| Class of the tightest hold or removal check || in2out
|-
| Port Buffers || 13
|-
| Top logic cells by instance count in the layout || conb_1, clkdlybuf4s50_1, nor2_1
|-
| Area taken by flip-flops and latches || 0 sq um
|-
| Fraction of the cycle the final worst path needs || 0.8875
|-
| Floorplan core density || 0.09524
|-
| Met2 capacity usage during global routing || 0.02889
|-
| Cell count in the Yosys report || 45
|-
| Post-route ant nets || 0
|-
| Critical Path Start Type || input pin
|-
| Netlist Area Pre-Place || 325.3 sq um
|-
| Gates resized, CTS repair || 0
|-
| Gate count of the mapped netlist || 45
|-
| Final GP Congestion || 0.6872
|-
| Worst EP arrival || 2.13 ns
|-
| Setup bufs post-CTS || 0
|-
| Fraction of the yosys area taken by sequential cells || 0
|-
| DIE HEIGHT || 80 um
|-
| Power density relative to cell area || 65.59 nW/um^2
|-
| Seq_cells || 0
|-
| Number of endpoints failing setup at the final stage || 0
|-
| Number of remaining DRC errors || 0
|-
| Hold path startpoint || rstn
|-
| Run status || completed
|-
| TNS Setup || 0 ns
|-
| Setup repair after global routing missed its margin || false
|-
| Highest Clock Rate || 363.5 MHz
|-
| Setup WS post-layout || 0.3488 ns
|-
| Count of distinct cell types in the synthesized netlist || 15
|-
| First-pass GRT wire length || 1097 um
|-
| Standard cell core area || 3416 sq um
|-
| Number of warning messages in the logs || 90
|-
| Total leakage power || 0.1741 nW
|-
| Fraction of final layout cells sized beyond drive strength 1 || 0.05263
|-
| Global-route met3 utilization || 0.004545
|-
| Tally of yosys warning messages || 7874
|-
| Count of clock buffers in the final design || 0
|-
| Largest fanout on the critical path || 3
|-
| Final routed wire length divided by cell count || 8.068 um
|-
| Layout area overhead || 24.23%
|-
| Final hold violation count || 0
|-
| Via count of the first global-routing pass || 261
|-
| Fin crit period || 2.751 ns
|-
| Number of diodes || 0
|-
| DP HPWL || 763.4 um
|-
| Max capacitance violation total || 0
|-
| IR drop worst, VDD || 0.000006750 V
|}
-- metal layers --
metal	part of all wire	up-vias	routed length (um)
li1	-	113	-
met1	0.49	86	407
met2	0.39	26	321
met3	0.12	0	102
met4	0	0	0
met5	0	-	0
-- worst max-delay path, stage by stage --
cell and delay [ns]:
clkdlybuf4s50_1 0.45, nor4_4 0.32, nand2_2 0.12, nor3_2 0.15, clkdlybuf4s50_1 0.48
-- final timing paths --
check	slack, ns	cells after the start	end
setup / recovery	0.35	5	dataR[2]
hold / removal	2.17	4	dataR[0]
-- cell families (layout without fill, tap and decap cells) --
family,Yosys count,after routing,share of synthesized area
buf+inv,29,14,0.6577
simple gates,9,9,0.2000
compound gates,4,4,0.07307
other cells,1,28,0.01153
xor+xnor,1,1,0.02693
mux,1,1,0.03077
-- synthesized netlist by cell type --
cell type	count	area share
mux2i_1	1	0.031
o21ai_0	1	0.015
nor2_1	3	0.035
buf_4	28	0.65
nor3_2	1	0.031
conb_1	1	0.012
nand4b_1	1	0.027
a21oi_1	1	0.015
a31oi_1	1	0.019
a21boi_0	1	0.023
nand2_2	1	0.019
nor4_4	1	0.065
nand2_1	2	0.023
inv_1	1	0.012
xor2_1	1	0.027
-- layout make-up --
class                           count  area [sq um]
Fill cell                         408          3012
Inverter                            1         3.754
Multi-Input combinational cell     43         212.7
Tap cell                           46         57.56
Timing Repair Buffer               13         130.1
-- per-stage QoR --
stage               utilization  hold WS [ns]   power (W)  cell area (sq um)  cells
floorplan                     -         1.253  0.00003112              426.7     72
global placement         0.1183         2.177  0.00002758              404.1    103
detailed placement       0.1183         2.167  0.00002751              404.1    103
CTS                      0.1183         2.174  0.00002767              404.1    103
global route             0.1183         2.224  0.00003058              404.1    103
finish                   0.1183         2.170  0.00002651              404.1    103
-- report_power, final --
part / leakage [nW] / switching (W) / internal (W) / total [W]
sequential: 0 / 0 / 0 / 0
combinational: 0.174 / 0.0000113 / 0.0000152 / 0.0000265
clock: 0 / 0 / 0 / 0
Power figures rest on the tool's default switching activity, not on a simulated workload.
