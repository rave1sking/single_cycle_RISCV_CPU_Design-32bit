### design/flow/design.v
`timescale 1ns / 1ps
module pcAdder(
    input  [31:0] nowPc,
    input [31:0]  imm,
    input [1:0]   branch,
    input  zero,
    input  result,
    input  jump,
    output reg [31:0] nextPc
    );
    always @(*) begin
        if(branch==2'b01&&(zero||jump))
            nextPc<=nowPc+imm;
        else if(branch==2'b10&&(~zero||jump))
            nextPc<=nowPc+imm;
        else if(branch==2'b11&&result)
            nextPc<=nowPc+imm;
        else if(jump)
            nextPc<=nowPc+imm;
        else 
            nextPc<=nowPc+4'h4;
    end
endmodule
### design/flow/run.sh
#!/bin/bash
# OpenROAD 26Q1-2900-gdf79404cd8, Yosys 0.63+post, stock flow scripts
make -C /OpenROAD-flow-scripts/flow DESIGN_CONFIG=/design/flow/config.mk WORK_HOME=/design/flow/orfs finish
### design/flow/config.mk
export PLATFORM = sky130hd
export DESIGN_NAME = pcAdder
export DESIGN_NICKNAME = pcAdder
export VERILOG_FILES = /design/flow/design.v
export SDC_FILE = /design/flow/constraint.sdc
export NUM_CORES = 4
export LEC_CHECK = 1
export CORE_UTILIZATION = 40
### design/flow/constraint.sdc
current_design pcAdder

set clk_period 11.0
set clk_io_pct 0.2

create_clock -name clk0 -period $clk_period

set non_clock_inputs [all_inputs -no_clocks]
set_input_delay [expr $clk_period * $clk_io_pct] -clock clk0 $non_clock_inputs
set_output_delay [expr $clk_period * $clk_io_pct] -clock clk0 [all_outputs]
==> results.toml <==
# flow metrics
[global_routing]
gr-total-overflow = 0
grt_pass1_wl_mm = 13.1
grt_max_degree = 25
grt_pass1_vias = 2756
globalRouteTotalUtil = 0.227
antenna_found_initial = 0

[critical_path]
endpoint_kind = "output pin"
arrival_ps = 5360
worstSetupPathType = "in2out"
crit_fanout = 3
startpoint_type = "primary input"
crit_required_ps = 8800

[detailed_routing]
drc_errors = 0
wirelength_mm = 7.86
wl_per_cell_um = 14.1
viasPerCell = 5.54
dr_total_vias = 3081
antenna_left = 0
insertedDiodeCount = 0
drt-pass1-iter-count = 4
drtIter0Drc = 154

[min_path]
worst_hold_path.endpoint = "nextPc[0]"
hold_class = "in2out"
min_path_cells = 4
holdCritStartpoint = "nowPc[0]"

[placed_design]
dp_hpwl_mm = 6.48
dpl.cell_count = 556
port_buffers = 101
routabilityCongestion = 0.878

[yosys]
yosysUniqueCellTypes = 53
ys_area_um2 = 2620
synthCells = 392
ys_seq_frac = 0
synth.cell_area_um2 = 2620
synth_stat.cells = 392
syn_area_per_cell_um2 = 6.69
yosys_warnings = 1

[timing]
finalSetupViolCount = 0
period_used_share = 0.687
holdWs_ps = 5310
tightest_slew_ps = 610
rsz0062_at_grt = "false"
fin_crit_ps = 7560
slew_headroom = 0.593
fmax_mhz = 132
setup_total_negative_slack_ps = 0
finalHoldViolCount = 0
drv_slew = 0

[floorplan]
dieArea_um2 = 6880
die_x_um = 83.0
num_rows = 29
initial_core_util = 0.413
die_y_um = 83.0
core_area_um2 = 6350
io_pins = 101

[power_and_ir_drop]
leakage_nw = 1.47
ir_worst_vdd_uv = 31.5
p_comb_frac = 1.000
clkPwrFrac = 0
power-per-cell-area_nw_per_um2 = 57.2
power_switching_mw = 0.0923
intPower_mw = 0.117
seqPwrFrac = 0
sw_frac_of_total = 0.441

[cts]
cts_resized = 0
cts_setup_buffers = 0
postCtsHoldBufs = 0

[finish]
fillers = 599
mostFrequentLayoutCells = "clkdlybuf4s50_1, nand2_1, a21oi_1"
final_common_cell = "clkdlybuf4s50_1"
drive_gt1_frac = 0.0334
seqCellArea_um2 = 0
flop-count = 0
instances_no_fill = 556
clock_buffer_count = 0
area_growth_pct = 39.5
utilization = 0.576
comb_area_um2 = 2490

[job]
cap_viol_max_count = 0
warning_count = 33

[outcome]
status = "finished clean"
-- worst max-delay path, cell delays in order --
cell and delay [ps]:
clkdlybuf4s50_1 430, ha_1 250, fa_1 410, a21o_1 190, a21oi_1 260, o21ba_2 210, o221ai_1 180, a31oi_1 370
o21ai_1 120, xnor2_1 140, mux2i_1 130, clkdlybuf4s50_1 470
-- cells by family after synthesis --
group	count (synthesis)	share of synthesized area
buffers and inverters	27	0.0487
XOR/XNOR	52	0.174
multiplexers	5	0.0196
adder cells (fa/ha/maj)	33	0.160
AND-OR/OR-AND	131	0.332
AND/OR/NAND/NOR	144	0.266
-- metrics by stage --
stage,worst slack [ps],instance area [um^2],power (mW)
3_3_place_gp,3500,3660,0.209
6_report,3440,3660,0.209
4_1_cts,3470,3660,0.210
3_5_place_dp,3480,3660,0.208
2_1_floorplan,4730,2620,0.113
5_1_grt,3230,3660,0.232
-- final cells by class --
| cell class | instances | share of cell area |
|---|---|---|
| multi-input combinational | 365 | 0.682 |
| timing repair buffer | 103 | 0.280 |
| tap | 77 | 0.0263 |
| inverter | 11 | 0.0113 |
-- how the worst max path moves through the flow --
stage                    start          to  slack, ps  depth (start not counted)
after CTS             nowPc[0]  nextPc[30]       3470                         12
final                 nowPc[0]  nextPc[30]       3440                         12
after global routing  nowPc[0]  nextPc[18]       3230                         12
-- synth_stat cells, types with 6 or more instances --
library cell,number,area (um^2)
a211oi_1,7,52.6
a21o_1,16,120
a21oi_1,39,195
a31oi_1,6,37.5
and3_1,9,56.3
clkbuf_1,10,37.5
ha_1,32,400
inv_1,11,41.3
nand2_1,42,158
nand3_1,19,95.1
nand4_1,12,75.1
nor2_1,36,135
nor3_1,8,40.0
o21ai_0,13,65.1
o21ai_1,15,75.1
o21bai_1,7,52.6
xnor2_1,31,272
xor2_1,21,184
-- power by group through the flow --
stage	combinational [mW]	clock [mW]	sequential, mW
CTS	0.210	0	0
global route	0.232	0	0
finish	0.209	0	0
-- layer usage --
layer  routed length, um  vias up  global-route usage  part of all wire
met1                4060     1367               0.356              0.52
met4                   0        0                   0                 0
li1                    -     1625                   -                 -
met3                 337        0             0.00807             0.043
met2                3460       89               0.367              0.44
met5                   0        -                   0                 0
Power figures rest on the tool's default switching activity, not on a simulated workload.
